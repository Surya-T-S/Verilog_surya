==> flow/design.v <==
module seg7_cond (
	input [3:0] hex,
	output reg [6:0] seg
);
	always @(*) begin
		seg = (hex == 4'd0) ? 7'b1111110 :
			  (hex == 4'd1) ? 7'b0110000 :
			  (hex == 4'd2) ? 7'b1101101 :
			  (hex == 4'd3) ? 7'b1111001 :
			  (hex == 4'd4) ? 7'b0110011 :
			  (hex == 4'd5) ? 7'b1011011 :
			  (hex == 4'd6) ? 7'b1011111 :
			  (hex == 4'd7) ? 7'b1110000 :
			  (hex == 4'd8) ? 7'b1111111 :
			  (hex == 4'd9) ? 7'b1111011 : 7'b0000000;
	end
endmodule
==> flow/run.sh <==
#!/bin/bash
# OpenROAD 26Q1-2900-gdf79404cd8, Yosys 0.63+post, stock flow scripts
make -C /OpenROAD-flow-scripts/flow DESIGN_CONFIG=/design/flow/config.mk WORK_HOME=/design/flow/orfs finish
==> flow/config.mk <==
export PLATFORM = sky130hd
export DESIGN_NAME = seg7_cond
export DESIGN_NICKNAME = seg7_cond
export VERILOG_FILES = /design/flow/design.v
export SDC_FILE = /design/flow/constraint.sdc
export NUM_CORES = 4
export LEC_CHECK = 1
export CORE_AREA = 10 10 70 70
export DIE_AREA = 0 0 80 80
==> flow/constraint.sdc <==
current_design seg7_cond

set clk_period 2.0
set clk_io_pct 0.2

create_clock -name clk0 -period $clk_period

set non_clock_inputs [all_inputs -no_clocks]
set_input_delay [expr $clk_period * $clk_io_pct] -clock clk0 $non_clock_inputs
set_output_delay [expr $clk_period * $clk_io_pct] -clock clk0 [all_outputs]
==> results_dict.tcl <==
# metrics dict for downstream scripts
set metrics [dict create \
    min_period_ns 1.93 \
    fp_util_pct 3.77 \
    cp_data_required_time_ns 1.60 \
    critical_path_class "primary input to primary output" \
    place_inst 81 \
    drive_above_1_share_pct 37.1 \
    period_used_pct 96.4 \
    synth.area.top_cells "nor2b_1, o22ai_1, nand2_1, nor2_1, buf_2" \
    n_clock_buffer 0 \
    xor_share_pct 0 \
    yosys.area.top_type_share_pct 9.71 \
    n_antenna_cell 0 \
    simple_gate_share_pct 54.4 \
    dieArea_mm2 0.00640 \
    p_leak_nw 0.121 \
    area_growth_syn_to_layout_pct 148 \
    drc 0 \
    fin_cells 81 \
    mux_share_pct 0 \
    grt_pass1_wl_um 752 \
    timing.setup.tns_ns 0 \
    cap_violations 0 \
    antenna_left 0 \
    largest_area_cell "nor2b_1" \
    holdPathStages 4 \
    drt_iter0_drc 1 \
    synth_cell_type_count 15 \
    rsz0062_at_grt "no" \
    ys_area_um2 129 \
    grt_pass1_vias 170 \
    yosys.area_share.aoi_pct 37.9 \
    port_buffers 11 \
    cp_max_fo 3 \
    hp-class "primary input to primary output" \
    critPathLaunchType "primary input" \
    mappedNetlistArea_um2 129 \
    dpl.hpwl_um 419 \
    slew_headroom_pct 87.7 \
    ys_sh_adder_pct 0 \
    power_density_mw_per_mm2 190 \
    peakVddDrop_v 0.0000184 \
    ys_seq_share_pct 0 \
    vias 200 \
    die_w_um 80 \
    grt_max_degree 11 \
    regArea_um2 0 \
    via_per_inst 2.47 \
    post_cts_buffers 0 \
    fin_total_pwr_uw 60.6 \
    yosys_cells 22 \
    setup_violations 0 \
    ys_warn_count 1 \
    cp.arrival_ns 1.53 \
    io_pins 11 \
    status "complete, no violations" \
    grt_antenna_before_repair 0 \
    hold_viol 0 \
    fp.dieH_um 80 \
    lay_top_count "clkdlybuf4s50_1" \
    slew_viol_final 0 \
    place.gp.congestion 0.651 \
    syn_inst 22 \
    critPathCaptureType "primary output" \
    track_usage_pct 1.36 \
    overflow 0 \
    holdBufCountCts 0 \
    wl_um 508 \
    tightest_slew_ns 0.183 \
    warning_count 32 \
    seq_cell_count 0 \
    clock.fmax_ghz 0.519 \
    coreArea_mm2 0.00342 \
    rows 21 \
    syn_avg_cell_area_um2 5.86 \
    top_logic_kind "simple AND/OR/NAND/NOR gates" \
    final_cell_mix "clkdlybuf4s50_1, nand2_1, nor2_1" \
    first_pass_iters 2 \
    wl_per_cell_um 6.27 \
]
[per-stage QoR]
stage	util [%]	setup WS, ns	hold WS, ns	instance area, um2
after floorplan	-	0.621	0.813	129
after global placement	9.27	-0.292	1.87	317
after detailed placement	9.27	-0.307	1.87	317
after CTS	9.71	0.00374	1.42	332
after global routing	9.34	0.0231	1.32	319
final	9.34	0.0728	1.27	319
[critical path, stage by stage]
cell	delay (ns)
clkbuf_2	0.10
or3b_4	0.41
a21oi_4	0.16
nor2_1	0.06
clkdlybuf4s50_1	0.40
[synth_stat cells (all sizes together)]
cell,number
o21a,1
a21oi,1
nand2b,1
nor3,1
nand3,1
nand2,3
o21ai,1
a211oi,1
o22ai,2
or3b,1
and3,1
nor2,3
buf,2
a21boi,1
nor2b,2
[cell families (layout without fill, tap and decap cells)]
group	count (synthesis)	after routing
simple gates	13	13
compound gates	7	7
buf+inv	2	15
[path summary, 6_finish.rpt]
check	slack [ns]	from	end
hold / removal	1.27	hex[1]	seg[6]
setup / recovery	0.07	hex[3]	seg[3]
[metal layers]
metal / global-route usage [%] / vias to the layer above / wire, um
met1: 1.78 / 85 / 228
met4: 0 / 0 / 0
li1: - / 106 / -
met3: 0.455 / 0 / 85
met5: 0 / - / 0
met2: 2.25 / 9 / 195
[cell type report]
class	count	area [um2]
fill	401	3100
multi-input combinational	20	133
timing repair buffer	15	129
tap	46	57.6
[timing repair]
action	4_1_cts	5_1_grt
pin swaps	3	3
hold endpoints to repair	0	0
setup endpoints to repair	7	4
resized	16	6
[report_power, final]
group          leakage, nW  switching [mW]  internal [mW]
sequential               0               0              0
combinational        0.121          0.0221         0.0385
clock                    0               0              0
No activity file was given, so power comes from the tool's default toggle rates.
