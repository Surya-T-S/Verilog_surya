[flow/config.mk]
export PLATFORM = sky130hd
export DESIGN_NAME = seg7_logic
export DESIGN_NICKNAME = seg7_logic
export VERILOG_FILES = /design/flow/design.v
export SDC_FILE = /design/flow/constraint.sdc
export NUM_CORES = 4
export LEC_CHECK = 1
export CORE_AREA = 10 10 70 70
export DIE_AREA = 0 0 80 80
[flow/constraint.sdc]
current_design seg7_logic

set clk_period 1.0
set clk_io_pct 0.2

create_clock -name clk0 -period $clk_period

set non_clock_inputs [all_inputs -no_clocks]
set_input_delay [expr $clk_period * $clk_io_pct] -clock clk0 $non_clock_inputs
set_output_delay [expr $clk_period * $clk_io_pct] -clock clk0 [all_outputs]
[flow/design.v]
module seg7_logic (
	input [3:0] hex,
	output reg [6:0] seg
);
	always @(*) begin 
		case (hex)
			4'd0: seg = 7'b1111110;
			4'd1: seg = 7'b0110000;
			4'd2: seg = 7'b1101101;
			4'd3: seg = 7'b1111001;
			4'd4: seg = 7'b0110011;
			4'd5: seg = 7'b1011011;
			4'd6: seg = 7'b1011111;
			4'd7: seg = 7'b1110000;
			4'd8: seg = 7'b1111111;
			4'd9: seg = 7'b1111011;
			default: seg = 7'b0000000;
		endcase
	end
endmodule
[flow/run.sh]
#!/bin/bash
# OpenROAD 26Q1-2900-gdf79404cd8, Yosys 0.63+post, stock flow scripts
make -C /OpenROAD-flow-scripts/flow DESIGN_CONFIG=/design/flow/config.mk WORK_HOME=/design/flow/orfs finish
==> out/qor.rpt <==
================================================================================
Run status                                                          complete, but fails checks
Violations in the final reports                                     setup timing
RSZ-0062 raised after global routing                                        true
Count of input and output buffers                                             11
Post-detail-place hpwl                                                    573 um
Final RePlAce weighted congestion                                          0.702
Ranking of synthesized cells by area                                ha_1, o22ai_1, buf_6
Slew headroom                                                              0.888
Number of cells produced by synthesis                                         28
Global-route wire length before repair                                   1350 um
Sum of overflow across all layers after global routing                         0
Area delta synth->final                                                     132%
Kind of capture point of the worst setup path                         output pin
Total Routing Usage GR                                                    0.0249
Slack of the critical path                                             -0.158 ns
Number of top-level pins                                                      11
Total power draw                                                        0.193 mW
Worst endpoint data arrival time                                         0.96 ns
Synth top cells by count                                            ha_1, o22ai_1, inv_1
Number of warnings printed during yosys synthesis                              1
Storage cell area                                                         0 um^2
Height of the die                                                          80 um
Iteration count of the initial detailed-routing pass                           3
Chip footprint                                                         6400 um^2
Actual transition at the worst max-transition pin                       0.165 ns
# clk buffers                                                                  0
Remaining design rule violation count                                          0
Number of logic stages on the critical path including buffering                7
Cell type of the slowest stage on the worst timing path                  mux2i_2
Minimum period implied by the final worst setup slack                    1.16 ns
ANT cells                                                                      0
Syn_area_per_cell                                                      7.82 um^2
Most common cell in the netlist                                             ha_1
Number of antenna violations at the first check in global routing              0
Vias per Instance                                                           2.70
Fin util                                                                   0.149
Worst slack at placement                                                -1.01 ns
Number of OpenROAD warnings                                                   39
Leakage dissipation                                                     0.208 nW
Number of hold buffers added after cts                                         0
Final setup violation count                                                    7
Overall via count from detail_route                                          246
Final WL                                                                  787 um
IR Drop Worst-Case VDD                                                0.000102 V
Family with the most delay on the worst path                        buffers and inverters
Core outline area                                                      3420 um^2
Max-cap viol count                                                             0
Final routed wire length divided by cell count                           8.65 um
Endpoint required time on the critical path                              0.80 ns
Number of standard cells reported by yosys                                    28
Number of global-route vias before repair                                    276
Number of placement rows                                                      21
Class of the worst hold path                                        primary input to output pin
Hold Fails Final Rpt                                                           0
Crit share post-route                                                       1.16
Buf/Inv on CP                                                                  4
Share of layout cells above drive strength 1                               0.778
PD cells                                                             380 nW/um^2
Initial DRC Count                                                              9
Cell chain of the critical path                                     buf_8, inv_2, buf_6, ha_4, mux2i_2, o22ai_1, buf_2
Top achievable clock speed                                               864 MHz
Largest fanout of any net on the critical path                                 3
Synth unique cells                                                            13
Startpoint types                                                    primary input
Longest individual stage delay on the worst path                         0.16 ns
Count of nets left with antenna violations after detail routing                0
Cell count of the worst hold path                                              3
Startpoint-to-endpoint class of the critical path                   primary input to output pin
Area share of the largest cell type after synthesis                        0.343
Flop Count                                                                     0
Register area share after synthesis                                            0
Number of filler instances in the final layout                               391
Cell type with the largest total area after synthesis                       ha_1
Total count of max-transition violations in the final report                   0
Yosys stat area                                                         219 um^2
Pre-Place Util                                                            0.0641
Cell area after synthesis                                               219 um^2
Die W                                                                      80 um
Pin count of the biggest net entering global routing                          11
================================================================================
-- area by class of cell --
class / count / area (um^2) / area share
Multi-Input combinational cell: 21 / 259 / 0.510
Timing Repair Buffer: 19 / 165 / 0.325
Inverter: 5 / 26.3 / 0.0517
Tap cell: 46 / 57.6 / 0.113
-- routing by layer --
metal | wire [um] | global-route usage | vias up | share of wire
met5 | 0 | 0 | - | 0
met4 | 0 | 0 | 0 | 0
met3 | 138 | 0.0159 | 0 | 0.18
met2 | 253 | 0.0313 | 10 | 0.32
met1 | 396 | 0.0363 | 108 | 0.50
li1 | - | - | 128 | -
-- cells by family (layout without fill, tap and decap cells) --
family	after synthesis	in the layout	share of synthesized area
AND-OR/OR-AND	10	10	0.286
multiplexers	1	1	0.0457
adder cells (fa/ha/maj)	6	6	0.343
AND/OR/NAND/NOR	3	3	0.0971
XOR/XNOR	1	1	0.0400
buffers and inverters	7	24	0.189
-- report_power, final --
| group | switching, mW | internal (mW) | leakage, nW |
|---|---|---|---|
| logic | 0.0828 | 0.110 | 0.208 |
| registers | 0 | 0 | 0 |
| clock network | 0 | 0 | 0 |
-- worst min-delay path, stage by stage --
cell      delay (ns)
clkbuf_4        0.21
o21ai_2         0.07
buf_2           0.10
-- layout by cell type (no fill, tap or decap), drive strengths merged --
master / instances
a21o: 1
nand2b: 1
ha: 6
inv: 5
nor2: 2
o21ai: 1
mux2i: 1
a21oi: 2
buf: 18
o21a: 1
xnor2: 1
o22ai: 5
clkbuf: 1
-- stage by stage --
stage               hold slack (ns)  cell area [um^2]  TNS (ns)  std cells
floorplan                     0.504               219         0         28
global placement               1.54               402     -6.58         88
detailed placement             1.54               402     -6.69         88
CTS                           0.786               485    -0.822         91
global route                  0.807               508     -1.10         91
finish                        0.779               508    -0.763         91
-- final timing paths --
| check | startpoint | end | slack [ns] |
|---|---|---|---|
| hold / removal | hex[3] | seg[5] | 0.78 |
| setup / recovery | hex[0] | seg[1] | -0.16 |
-- timing repair --
item / in CTS / in global routing
gates cloned: 0 / 0
pin swaps: 10 / 4
hold endpoints to repair: 0 / 0
setup buffers: 3 / 0
setup endpoints to repair: 7 / 7
resized: 64 / 7
Power figures rest on the tool's default switching activity, not on a simulated workload.
